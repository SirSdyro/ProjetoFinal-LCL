**/design/flow/run.sh**
```bash
#!/bin/bash
# OpenROAD 26Q1-2900-gdf79404cd8, Yosys 0.63+post, stock flow scripts
make -C /OpenROAD-flow-scripts/flow DESIGN_CONFIG=/design/flow/config.mk WORK_HOME=/design/flow/orfs finish
```
**/design/flow/design.v**
```verilog
module fdiv (
	input  logic clkin,
	output reg clkout
);
integer cont;
initial cont=0;
always @(posedge clkin)
begin
	if (cont==25000000)
		begin
			cont <= 0;
			clkout <= ~clkout;
		end
	else
		begin
			cont<=cont+1;
		end
	end
endmodule
```
**/design/flow/config.mk**
```make
export PLATFORM = sky130hd
export DESIGN_NAME = fdiv
export DESIGN_NICKNAME = fdiv
export VERILOG_FILES = /design/flow/design.v
export SDC_FILE = /design/flow/constraint.sdc
export NUM_CORES = 4
export LEC_CHECK = 1
export CORE_AREA = 10 10 96 96
export DIE_AREA = 0 0 106 106
```
**/design/flow/constraint.sdc**
```tcl
current_design fdiv

set clk_period 4.8
set clk_io_pct 0.2

create_clock -name clk0 -period $clk_period [get_ports {clkin}]

set non_clock_inputs [all_inputs -no_clocks]
set_input_delay [expr $clk_period * $clk_io_pct] -clock clk0 $non_clock_inputs
set_output_delay [expr $clk_period * $clk_io_pct] -clock clk0 [all_outputs]
```
==> run summary <==
Grt total ovfl: 0
Buf/Inv on CP: 2
Maximum vdd drop: 0.149 mV
Mapped Area: 1510 sq um
Total CTS buffers: 5
Drt wl/cell: 10.2 um
Die Area: 11200 sq um
Slew Limit Fails: 0
CP Class: register to register
Num ports: 2
FP Rows: 31
Number of fill cells: 783
Gpl congestion: 0.842
Unique cell type count in the Yosys netlist: 32
Synth-to-layout area growth: 13.0%
Clk latency late pin: 280 ps
Critical-path maximum fanout: 9
Crit-path cells: inv_1, ha_1, nor4b_1, nand3_1, nor4_2, buf_4
Final Worst Setup Slack: 2640 ps
Overall Global Routing Usage: 4.92%
Clock slew at reported path FFs: 60 ps
GRT met1 Usage: 7.63%
Gate Count Post-Synth: 165
Gr busiest metal: met1
Vias in the first global route: 991
Post-Layout Cell Count: 267
Vias per std cell: 4.15
H-tree levels: 2
Synthesis area per yosys: 1510 sq um
Status: complete, no violations
Sink Count: 33
Total number of vias: 1109
Setup crit end kind: register
HP Class: register to register
Tool warning count: 26
Seq share, synth: 44.5%
Root buffer cell: clkbuf_8
Crit path DRT: 4790 ps
Max Cap Violations: 0
Slew headroom: 53.4%
Placement Setup Slack: 2680 ps
Top cell excl fill/tap: dfxtp_1
Most numerous logic cells after layout: dfxtp_1, nand3_1, xor2_1, nor2_1, xnor2_1
Final tally of setup violations: 0
Die height: 106 um
Warnings, synthesis: 1
Asr flop ratio synth: 0%
Synth Area per Inst: 9.13 sq um
Core area: 7210 sq um
ANT cells: 0
Ys cells: 165
Tcrit/Tclk final: 45.0%
Arr. time, crit path: 2150 ps
Post-CTS setup repair buffer count: 0
Post-Route Skew: 1.75 ps
Largest net degree at the start of global routing: 13
Met3 usage: 1.83%
RSZ-0062 raised after global routing: no
Hold Buf Count CTS: 0
Die Wd: 106 um
Setup total negative slack: 0 ps
First-pass DRT Iterations: 4
GR Util met2: 6.58%
Critical Path Source Type: register
CTS tree: yes
Layout cells sized above 1: 7.74%
Drt initial violations: 62
F_max: 0.463 GHz
Final wirelength: 2730 um
Power Density: 286 nW/um^2
Worst Max-Slew Pin Slew: 693 ps
Routed Antenna Nets: 0
Placed Cells: 259
Tmin final: 2160 ps
Number of enable flip-flop cells: 1
DRC violations left: 0
Largest stage delay, worst path: 550 ps
CP max stage cell: nor4_2
First-pass GRT wire length: 4660 um
Initial antenna violation count: 0
Synth Register Bits: 33
DP Wirelength: 1910 um
Most common reg cell: dfxtp_1
IO buf count: 1
Maximum clock insertion buffer count: 2
Crit path max-delay family: simple AND/OR/NAND/NOR gates
Final Hold Viols: 0
Fp_density: 20.9%
Leak: 0.652 nW
CTS resizes: 0
per-layer routing:
metal  up-vias  share of wire, %
met5         -                 0
met4         0                 0
met3         0               4.6
met2        20                38
met1       491                57
li1        598                 -
worst register-to-register path, stage by stage, from the launching register on:
cell and delay, ps:
dfxtp_1 350, inv_1 70, ha_1 130, nor4b_1 290, nand3_1 180, nor4_2 550, buf_4 290
metrics by stage:
step                      instance area [sq um]  hold slack (ps)  utilization (%)  total power, W
final                                      1700              459             23.6        0.000488
after global routing                       1700              468             23.6        0.000507
after CTS                                  1700              463             23.6        0.000491
after detailed placement                   1610              448             22.4        0.000281
after global placement                     1610              454             22.4        0.000281
after floorplan                            1510              432                -        0.000281
registers in the layout, indices dropped and copies added, names as in the netlist:
register,count
cont,32
clkout,1
cells by family after synthesis:
group           count (synthesis)  share of synthesized area [%]
compound gates                 15                           5.73
buf+inv                        15                           4.32
simple gates                   78                           31.0
fa+ha+maj                       2                           1.66
xor+xnor                       22                           12.8
flops                          33                           44.5
report_power, final:
| group | switching, W | leakage, nW | internal (W) |
|---|---|---|---|
| clock network | 0.0000959 | 0.0455 | 0.000117 |
| registers | 0 | 0.269 | 0.000275 |
| logic | 0 | 0.338 | 0 |
| total | 0.0000959 | 0.652 | 0.000392 |
worst paths after layout:
check | to | slack [ps] | from | cells after the start
worst max-delay path | clkout | 2640 | cont[0] | 6
worst min-delay path | cont[31] | 460 | cont[31] | 1
worst max register to register | clkout | 2640 | cont[0] | 6
worst min register to register | cont[31] | 460 | cont[31] | 1
synth_stat cells, types with 2 or more instances:
library cell | count | share of area (%)
nand3_1 | 16 | 5.3
xnor2_1 | 10 | 5.8
nor2_1 | 10 | 2.5
inv_1 | 8 | 2.0
nor4b_1 | 2 | 1.2
o31ai_1 | 3 | 1.5
and4_1 | 2 | 1.2
or4_1 | 4 | 2.0
xor2_1 | 12 | 7.0
nand2_1 | 9 | 2.2
ha_1 | 2 | 1.7
dfxtp_1 | 32 | 43
clkbuf_1 | 4 | 1.0
or3_1 | 5 | 2.1
and3_1 | 4 | 1.7
a21oi_1 | 7 | 2.3
nor3_1 | 4 | 1.3
nor4_1 | 7 | 2.9
o21ai_0 | 4 | 1.3
nand4_1 | 7 | 2.9
or2_2 | 2 | 0.83
final cells by class:
class	count	area, sq um	area share [%]
Sequential cell	33	671	39.4
Clock buffer	8	90.1	5.29
Multi-Input combinational cell	117	771	45.3
Tap cell	99	124	7.27
Inverter	8	30.0	1.76
Timing Repair Buffer	2	17.5	1.03
No activity file was given, so power comes from the tool's default toggle rates.

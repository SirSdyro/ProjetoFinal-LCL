<file path="run.sh">
#!/bin/bash
# OpenROAD 26Q1-2900-gdf79404cd8, Yosys 0.63+post, stock flow scripts
make -C /OpenROAD-flow-scripts/flow DESIGN_CONFIG=/design/flow/config.mk WORK_HOME=/design/flow/orfs finish
</file>
<file path="design.v">
module DecimalToBCD(
	input logic [5:0] decimal,
	output logic [3:0] digit1,
	output logic [3:0] digit2
	);
	reg [3:0] aux1, aux2;
	always_comb begin
		aux1	= decimal / 10;
		aux2	= decimal % 10;
	end
	assign digit1 = aux1;
	assign digit2 = aux2;
endmodule
</file>
<file path="constraint.sdc">
current_design DecimalToBCD

set clk_period 2.6
set clk_io_pct 0.2

create_clock -name clk0 -period $clk_period

set non_clock_inputs [all_inputs -no_clocks]
set_input_delay [expr $clk_period * $clk_io_pct] -clock clk0 $non_clock_inputs
set_output_delay [expr $clk_period * $clk_io_pct] -clock clk0 [all_outputs]
</file>
<file path="config.mk">
export PLATFORM = sky130hd
export DESIGN_NAME = DecimalToBCD
export DESIGN_NICKNAME = DecimalToBCD
export VERILOG_FILES = /design/flow/design.v
export SDC_FILE = /design/flow/constraint.sdc
export NUM_CORES = 4
export LEC_CHECK = 1
export CORE_AREA = 10 10 70 70
export DIE_AREA = 0 0 80 80
</file>
==> GITHUB_STEP_SUMMARY <==
### Yosys + OpenROAD results

| Metric | Value |
|---|---|
| OpenROAD warnings | `34` |
| Wirelength per Cell | `about 9.4 µm` |
| Library cells used by synthesis | `33` |
| Hold Crit Class | `in2out` |
| Most numerous logic cell after layout | `buf_4` |
| Clk pwr share | `0%` |
| FFs & Latches | `0` |
| Pleak | `between 0.2 and 0.3 nW` |
| Unrepaired setup endpoints after global routing | `true` |
| Fillers | `between 300 and 400` |
| Port bufs | `11` |
| First-pass iteration count of the detailed router | `4` |
| Critical Path RT | `between 2000 and 2500 ps` |
| Net Switching | `0.04691 mW` |
| Outcome | `complete, but fails checks` |
| Failing checks | `negative setup slack` |
| Detailed placement HPWL | `slightly below 800 µm` |
| Core region area | `0.003416 mm²` |
| Seq pwr share | `0%` |
| Fp util | `around a tenth` |
| Max_cap viols | `0` |
| Total Power | `~0.12 mW` |
| Die Width | `around 80 µm` |
| Arr. time, crit path | `2190 ps` |
| Final ANT Viol Nets | `0` |
| Setup crit start kind | `input pin` |
| Ys Warns | `1` |
| GP Congestion | `approximately 0.77` |
| Worst vdd ir | `between 0.07 and 0.08 mV` |
| GRT overflow | `0` |
| Placed inst area | `approximately 570 µm²` |
| Tcrit/Tclk final | `104.1%` |
| Max Freq | `around 370 MHz` |
| Fin worst setup slack | `-107.4 ps` |
| Vias/cell | `3.658` |
| Comb area leader | `AND-OR/OR-AND gates` |
| IO Count | `14` |
| Final Hold Violating Endpoints | `0` |
| P_int | `roughly 0.071 mW` |
| DRT iter0 DRCs | `23` |
| Crit-path max FO | `3` |
| Seq. cell area | `0 µm²` |
| Cells after Synth | `48` |
| Row count | `21` |
| Post-synth seq share | `0%` |
| Post-layout min period | `about 2700 ps` |
| Multiplexer share of the synthesized area | `approximately 5.5%` |
| Yosys synthesis chip area | `approximately 360 µm²` |
| Proportion of layout cells with a drive suffix above 1 | `~52%` |
| Largest net degree at the start of global routing | `13` |
| Gate power share | `100.0%` |
| Die Area | `around 0.0064 mm²` |
| Switching Share | `39.83%` |
| Antenna violations before repair | `0` |
| Fin area | `around 670 µm²` |
| Setup TNS | `-183.9 ps` |
| Clock Buffer Count | `0` |
| ANT cells | `0` |
| Pwr/cell area | `~180 mW/mm²` |
| Yosys xor share | `around 2.4%` |
| Synth Area per Inst | `roughly 7.6 µm²` |
| Synth Cell Area | `about 360 µm²` |
| Adder Share, Synth | `under 10%` |
| Total number of vias | `428` |
| Max-slew violations | `0` |
| Area fraction in compound gates | `between 30 and 40%` |
| DIE HEIGHT | `about 80 µm` |
| Post-Synth Simple-Gate Area | `30.93%` |
| Layout area overhead | `84.19%` |
| Hold Slack | `roughly 1000 ps` |
| First-pass GRT wire length | `1.890 mm` |
| Logic area | `356.6 µm²` |
| Ys cells | `48` |
| Vias in the first global route | `a little over 400` |
| Setup-failing EPs final | `2` |
| Hold-fix buffers at CTS | `0` |
| WL final | `around 1.1 mm` |
| Setup CP Type | `in2out` |
| Most instantiated logic cells after routing | `buf_4 (16), buf_6 (4), inv_1 (3), o21ai_0 (3)` |
| DRC | `0` |
| Gr usage total | `approximately 3.4%` |
| Crit end category | `primary output` |
[layer usage]
metal	part of all wire, %	track usage, %
met5	0	0
met4	0	0
met3	7.8	0.9091
met2	41	4.815
met1	51	5.350
[through the flow]
step	util [%]	std cells	worst slack (ps)
2_1_floorplan	-	48	51.47
3_3_place_gp	16.63	109	-882.2
3_5_place_dp	16.63	109	-924.8
4_1_cts	18.46	115	-178.0
5_1_grt	19.63	117	-238.2
6_report	19.63	117	-107.4
[power groups by stage]
stage	Clock, mW	Combinational (mW)	Sequential, mW
6_report	0	0.118	0
5_1_grt	0	0.132	0
4_1_cts	0	0.111	0
[worst paths after layout]
path / start / endpoint / slack (ps) / cells past startpoint
setup / recovery: decimal[3] / digit2[3] / -110 / 11
hold / removal: decimal[0] / digit2[0] / 1040 / 0
[cells by family after synthesis]
| kind of cell | after synthesis |
|---|---|
| AOI/OAI and AO/OA | 17 |
| and+or+nand+nor | 15 |
| buffers and inverters | 10 |
| muxes | 2 |
| adders and majority gates | 2 |
| xor gates and xnor gates | 1 |
| other | 1 |
[what timing repair did]
| item | CTS | global route |
|---|---|---|
| gates resized | 29 | 8 |
| buffers inserted | 6 | 2 |
| pin swaps | 12 | 9 |
| endpoints found under the setup margin | 5 | 5 |
[layout make-up]
class	count	share of cell area, %
tap	46	8.582
inverter	4	2.239
multi-input combinational	38	53.17
timing repair buffer	29	36.01
[synthesized netlist by cell type]
master | number | area share, %
buf_2 | 1 | 1.4
o2111ai_1 | 1 | 2.4
nand4b_1 | 1 | 2.4
nor3b_2 | 1 | 3.4
a32oi_1 | 1 | 2.4
inv_1 | 4 | 4.1
o211a_1 | 2 | 5.5
buf_4 | 2 | 4.1
ha_1 | 2 | 6.9
buf_6 | 3 | 9.3
a211oi_2 | 1 | 3.4
nand3_1 | 1 | 1.4
nor3b_1 | 1 | 2.1
o21a_1 | 1 | 2.1
and2b_1 | 1 | 2.1
nor2_1 | 2 | 2.1
or3b_1 | 1 | 2.4
nor2b_4 | 1 | 3.8
a21oi_1 | 2 | 2.7
mux2i_1 | 2 | 5.5
and2_1 | 1 | 1.7
xnor2_1 | 1 | 2.4
a311oi_1 | 1 | 2.4
o21ai_1 | 1 | 1.4
nand4_1 | 1 | 1.7
nor4bb_1 | 1 | 2.7
o31ai_1 | 1 | 2.1
conb_1 | 1 | 1.0
or2_2 | 1 | 1.7
a21o_1 | 1 | 2.1
nand2b_1 | 2 | 3.4
o21ai_0 | 4 | 5.5
a21o_2 | 1 | 2.4
[critical path, cell delays in order]
cell	delay (ps)
buf_6	90
or2_4	250
ha_4	230
nor4bb_2	280
o21a_1	170
a211oi_2	50
ha_2	190
inv_2	50
o2111ai_2	90
xnor2_1	150
buf_2	120
Power and IR drop assume default switching activity.

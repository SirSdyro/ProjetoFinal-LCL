**flow/run.sh**
```bash
#!/bin/bash
# OpenROAD 26Q1-2900-gdf79404cd8, Yosys 0.63+post, stock flow scripts
make -C /OpenROAD-flow-scripts/flow DESIGN_CONFIG=/design/flow/config.mk WORK_HOME=/design/flow/orfs finish
```
**flow/config.mk**
```make
export PLATFORM = sky130hd
export DESIGN_NAME = counter2
export DESIGN_NICKNAME = counter2
export VERILOG_FILES = /design/flow/design.v
export SDC_FILE = /design/flow/constraint.sdc
export NUM_CORES = 4
export LEC_CHECK = 1
export CORE_AREA = 10 10 70 70
export DIE_AREA = 0 0 80 80
```
**flow/constraint.sdc**
```tcl
current_design counter2

set clk_period 1.2
set clk_io_pct 0.2

create_clock -name clk0 -period $clk_period [get_ports {clk}]

set non_clock_inputs [all_inputs -no_clocks]
set_input_delay [expr $clk_period * $clk_io_pct] -clock clk0 $non_clock_inputs
set_output_delay [expr $clk_period * $clk_io_pct] -clock clk0 [all_outputs]
```
**flow/design.v**
```verilog
module counter2 #(parameter N = 4)
 (input  logic clk,
  input  logic reset,
  input 	logic set,
  input 	reg [3:0] setValue,
  output logic nextCLK,
  output logic [N-1:0] q);
reg [3:0] reg_q; 
always_ff @(posedge clk, posedge reset, posedge set) begin
	if (reset) begin
	reg_q <= 0;
	nextCLK <= 1'b0;
	end
	else
	if (set) begin
	reg_q <= setValue;
	end
	else if (reg_q == 2)begin
	reg_q <= 0;
	nextCLK <= 1'b1;
	end
	else begin
	reg_q <= reg_q + 1;
	nextCLK <= 1'b0;
	end
end
assign q = reg_q;		
endmodule
```
==> flow_summary.toml <==
# physical design summary
[status]
run_status = "finished clean"

[clock_tree]
cts_root_buffer = "clkbuf_4"
clkSinkCount = 5
clockBufferDepth = 2
numCtsBuffers = 3
h-tree-depth = 1
cts_tree = "yes"
clkTransAtPathRegs_ns = 0.04
cts_hold_repair.buffers = 0
worstSkewPairLatency_ns = 0.24

[sta]
setup_tns_ns = 0
rsz0062_at_grt = "no"
fin_crit_ns = 1.137
finalHoldViolCount = 0
final-setup-viol-count = 0
slew_headroom_pct = 79.66
worstMarginPinSlew_ns = 0.3042
slew_viol_final = 0
post-route-period-util_pct = 94.77
fmax_mhz = 879.3
whs_ns = 0.3733
fin_skew_ns = 0.003181

[critical_path]
max_stage_delay_ns = 0.52
cp.required_ns = 1.26
cp_slowest_cell = "dfbbp_1"
cp-end-kind = "flop"
crit_top_cell = "buf_4"
path_class = "flop to flop"
reg2reg_depth = 4
cp.depth = 4
critPathTopFamily = "flip-flops"
worstPathMaxFanout = 6
crit_buf_inv = 2
cp_cell_sequence = "buf_4 > buf_4 > nand3_2 > xnor2_1"
critPathLaunchType = "flop"
cp.arrival_ns = 1.20

[global_routing]
grt_pass1_vias = 276
grt_pass1_wl_mm = 1.317
antenna_found_initial = 0
grt.total_usage_pct = 2.491
grt_max_degree = 7
grt-ovfl-total = 0

[power]
ir_drop_v = 0.0002073
p_leak_nw = 0.2244
powerDensity_nw_per_um2 = 858.3

[synth]
netlist_area_sq_um = 311.5
synthCells = 31
postSynthSeqShare_pct = 52.21
top_area_cell = "dfbbp_1"
ys_types = 11
yosysCellCount = 31
ys_chip_area_sq_um = 311.5
area_leaders = "dfbbp_1 (52%), a21oi_1 (9.6%), nand2_1 (7.2%), inv_1 (6.0%), xnor2_1 (5.6%)"
ys.flops = 5
ys.warnings.count = 5
yosysTopAreaCellShare_pct = 52.21
postSynthAreaPerCell_sq_um = 10.05

[drt]
drc = 0
drtIter0Drc = 16
vias_per_cell = 2.837
drt-wirelength-per-cell_um = 8.204
antenna_left = 0
num_antenna_cells = 0
routed_wirelength_um = 804
firstDrtPassIters = 3
route.vias.total = 278

[min_path]
min_path_type = "input pin to async pin"

[job]
cap_violations = 0
log.warning_count = 30

[floorplan]
die_area_sq_um = 6400
fp.dieH_um = 80
core_area_sq_um = 3416
die_w_um = 80
rows = 21
io-pin-count = 12
floorplan.core_util_pct = 9.121

[layout]
final_cells = 98
final_cell_mix = "a21oi_1 (6), nand2_1 (6), clkdlybuf4s50_1 (6), buf_4 (6)"
flop_area_sq_um = 162.7
syn2layout_area_growth_pct = 68.67
n_fill_cell = 384
drive_gt1_share_pct = 32.69
design_area_sq_um = 525.5
comb_area_sq_um = 130.1

[placement]
hpwl_um = 666.3
dp_cells = 93
place_area_sq_um = 516.7
gp_congestion = 0.7352
port_buffers = 11
-- cells by family (layout without fill, tap and decap cells) --
| logic type | Yosys count | in the layout | synth area share, % |
|---|---|---|---|
| xor gates and xnor gates | 2 | 2 | 5.624 |
| DFF | 5 | 5 | 52.21 |
| AOI/OAI and AO/OA | 7 | 7 | 11.24 |
| buffers and inverters | 5 | 26 | 6.025 |
| and+or+nand+nor | 12 | 12 | 24.89 |
-- cell type report --
| cell class | count | area share [%] |
|---|---|---|
| sequential | 5 | 30.95 |
| multi-input combinational | 21 | 24.76 |
| timing repair buffer | 17 | 24.76 |
| tap | 46 | 10.95 |
| clock buffer | 4 | 5.000 |
| inverter | 5 | 3.571 |
-- synthesized netlist by cell type --
cell	instances
nor2_1	1
nand2_1	6
a21oi_1	6
nor4b_2	1
xnor2_1	2
o21ai_0	1
nand2b_1	2
nand3_2	1
dfbbp_1	5
nor2b_4	1
inv_1	5
-- metal layers --
metal	track usage (%)	routed length [um]	vias up
met5	0	0	-
met4	0.8803	19	0
met3	1.136	67	2
met2	3.612	335	10
met1	3.174	381	119
li1	-	-	147
-- worst paths after layout --
path,end,slack [ns],from
min in group clk0,reg_q[0],0.75,reg_q[1]
max,reg_q[3],0.06,reg_q[0]
max reg2reg,reg_q[3],0.06,reg_q[0]
max in group asynchronous,reg_q[2],0.35,reset
min,reg_q[0],0.37,setValue[0]
min reg2reg,nextCLK,0.50,nextCLK
-- sequential cells by signal, summed over array words and instances (netlist names) --
name     flops
reg_q        4
nextCLK      1
-- through the flow --
stage / worst slack [ns] / power [mW] / util, %
3_5_place_dp: -0.03004 / 0.2639 / 15.13
6_report: 0.06275 / 0.4511 / 15.38
3_3_place_gp: -0.02640 / 0.2628 / 15.13
5_1_grt: 0.01298 / 0.4787 / 15.38
2_1_floorplan: 0.2283 / 0.2343 / -
4_1_cts: 0.002976 / 0.4579 / 16.12
-- where the power goes --
group / leakage, nW / total (mW) / switching, mW / internal (mW)
clock: 0.0150 / 0.190 / 0.0647 / 0.125
sequential: 0.0650 / 0.216 / 0 / 0.216
combinational: 0.144 / 0.0445 / 0.0194 / 0.0250
total: 0.224 / 0.451 / 0.0842 / 0.367
-- repair_timing --
item,4_1_cts,5_1_grt
resized,10,5
setup buffers,1,0
setup endpoints to repair,5,5
Power figures rest on the tool's default switching activity, not on a simulated workload.
